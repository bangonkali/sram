===== flow/config.mk =====
export PLATFORM = sky130hd
export DESIGN_NAME = i2c_mock_master
export DESIGN_NICKNAME = i2c_mock_master
export VERILOG_FILES = /design/flow/design.v
export SDC_FILE = /design/flow/constraint.sdc
export NUM_CORES = 4
export LEC_CHECK = 1
export CORE_UTILIZATION = 40

===== flow/constraint.sdc =====
current_design i2c_mock_master

set clk_period 4.6
set clk_io_pct 0.2

create_clock -name clk0 -period $clk_period [get_ports {clock}]

set non_clock_inputs [all_inputs -no_clocks]
set_input_delay [expr $clk_period * $clk_io_pct] -clock clk0 $non_clock_inputs
set_output_delay [expr $clk_period * $clk_io_pct] -clock clk0 [all_outputs]

===== flow/design.v =====
`timescale 1ns/1ps
module i2c_mock_master (clock,reset,address,write_data,start,write,read_data,ready,error,scl,sda);
input clock,reset,start,write;
inout sda;
output reg [7:0] read_data;
input [7:0] write_data;
output ready,error,scl;
input [6:0] address;
wire sda_in;
reg sda_dir;
reg sda_out;
reg [3:0] nstate,cstate;
reg [7:0] to_out;
reg [3:0] count;
reg done_address,done_data,ready,error,scl;
parameter idle = 4'd0;
parameter handshake0 = 4'd1;
parameter handshake1 = 4'd2;
parameter write0 = 4'd3;
parameter write1 = 4'd4;
parameter write2 = 4'd5;
parameter readack1 = 4'd6;
parameter readack2 = 4'd7;
parameter stop0 = 4'd8;
parameter stop1 = 4'd9;
parameter stop2 = 4'd10;
assign sda_in = sda;
assign sda = sda_dir ? sda_out: 1'bZ;
always @(posedge clock) begin
	if (reset)
		cstate <= idle;
	else
		cstate <= nstate;
end
always @(*) begin
	case (cstate)
		idle: begin
			if (start)
				nstate <= handshake0;
			else
				nstate <= idle;
		end
		handshake0:	nstate <= handshake1;
		handshake1:	nstate <= write0;
		write0: begin
			if (count > 0)
				nstate <= write1;
			else
				nstate <= readack1;
		end
		write1:		nstate <= write2;
		write2: 	nstate <= write0;
		readack1:	nstate <= readack2;
		readack2: begin
			if (done_data)
				nstate <= stop0;
			else
				nstate <= write0;
		end
		stop0:		nstate <= stop1;
		stop1:		nstate <= stop2;
		stop2:		nstate <= idle;
	endcase
end
always @(posedge clock) begin
	if (reset) begin
			ready <= 1'b1;
			error <= 0;
			done_address <= 0;
			done_data <= 0;
			scl <= 1'b1;
			sda_out <= 1'b1;
			sda_dir <= 1'b0;
	end else begin
	case(cstate)
	idle: begin
			if (start) begin
				ready <= 0;
				error <= 0;
				done_address <= 0;
				done_data <= 0;
				sda_out <= 1'b1;
				sda_dir <= 1'b1;
			end else begin
				ready <= 1'b1;
				error <= 0;
				done_address <= 0;
				done_data <= 0;
				sda_out <= 1'b1;
				sda_dir <= 0;
			end
	end
	handshake0: begin
			ready <= 0;
			sda_out <= 0;
			sda_dir <= 1'b1;
			to_out <= {address,~write}; 
			count <= 4'd8;
	end
	handshake1:	scl <= 1'b0;
	write0: begin
			if (count > 0) begin
				if (write||done_address==0) 
				begin
					sda_dir <= 1'b1;
					sda_out <= to_out[count-1];
				end else
					sda_dir <= 0;
			end else begin
				scl <= 1'b0;  
				if(done_address)
					done_data <= 1'b1;
				else
					done_address <= 1'b1;
				if((!write) && done_data) 
				begin
					sda_out <= 1'b0;
					sda_dir <= 1'b1;
				end else
					sda_dir <= 1'b0;
			end
	end
	write1: begin
			scl <= 1'b1;
			if(!write && done_address) 
			begin
				sda_dir <= 1'b0;
				to_out[count-1] <= sda_in;
				count <= count - 4'd1;
			end else
			begin
				sda_dir <= 1'b1;  
				count <= count - 4'd1;
			end
	end
	write2:		scl <= 1'b0;
	readack1: begin
			scl <= 1'b1;
			if (write==0 && done_data)  
			begin
				sda_dir <= 1'b1;
				sda_out <= 1'b0;
				read_data <= to_out;
				error <= 0;
			end else
			if(sda_in==1'b0)  
			begin
				if(done_address && done_data==1'b0)
				begin
					if(write)
					begin
						count <= 4'd8;
						to_out <= write_data;
					end else
					begin
						count <= 4'd8;
						to_out <= 0;
					end
					done_data <= 0;
				end else
					error <= 0;  
			end else
				error <= 1'b1;  
		end
	readack2:
			scl <= 1'b0;
	stop0:
		begin
			sda_out <= 1'b0;
			sda_dir <= 1'b1;
		end
	stop1:
			scl <= 1'b1;
	stop2:
		begin
			ready <= 1'b1;
			sda_out <= 1'b1;
			sda_dir <= 1'b0;
		end
	endcase
	end
end
endmodule

===== flow/run.sh =====
#!/bin/bash
# OpenROAD 26Q1-2900-gdf79404cd8, Yosys 0.63+post, stock flow scripts
make -C /OpenROAD-flow-scripts/flow DESIGN_CONFIG=/design/flow/config.mk WORK_HOME=/design/flow/orfs finish

==> reports/qor.csv <==
stage,metric,value,unit
status,outcome,did not finish,
status,terminating stage of the flow,clock tree synthesis (4_1_cts),
status,Halt Reason,"[error] [KeplerFormal.cpp:679] Workflow failed: Iso has multiple drivers: .sda0, sda$_SDFFE_PP1P_.Q0",
logic_synthesis,flops out of synthesis,34,
logic_synthesis,count of library flops with an enable pin,20,
logic_synthesis,Largest type area fraction,27.1,%
logic_synthesis,instance count of the mapped netlist,233,
floorplan,number of placement rows,26,
sta,count of unclocked register or latch pins,4,
cts,CTS Buffer Depth,2,
logic_synthesis,main area contributors,"edfxtp_1 27%, dfxtp_1 9.0%, ha_1 5.6%",
floorplan,Die W,76.5,um
logic_synthesis,synthesized area,0.00222,mm2
floorplan,pre-placement core utilization,42.4,%
cts,CTS Root Buffer Type,clkbuf_8,
sta,endpoints left unconstrained,4,
cts,number of buffers added by the clock tree synthesis step,5,
place,weighted congestion at the end of routability-driven global placement,0.873,
cts,level count of the clock H-tree,2,
logic_synthesis,Cell Type Count,62,
place,total half-perimeter wirelength after legalization and detailed placement,3680,um
floorplan,die outline height,76.5,um
logic_synthesis,Post-synth top flop,edfxtp_1,
logic_synthesis,mean area per synthesized cell,9.53,um2
cts,total of cells resized after clock tree synthesis,0,
cts,total setup buffers inserted after CTS,0,
cts,number of buffers added to fix hold violations after cts,0,
logic_synthesis,async set or reset register ratio after synthesis,0,%
logic_synthesis,yosys stat area,0.00222,mm2
logic_synthesis,library cell with the highest instance count after synthesis,nor2_1,
logic_synthesis,top post-synthesis cells by count,"21 x nor2_1, 20 x edfxtp_1, 14 x nand2_1",
logic_synthesis,Yosys warning count,2,
place,Port Buf Inserts,29,
floorplan,boundary pin count,31,
logic_synthesis,Yosys Instances,233,
logic_synthesis,largest area contributor in the synthesized netlist,edfxtp_1,
-- per-stage QoR --
step | utilization (%) | cells | hold slack, ps | worst slack, ps | instance area [um2]
detailed placement | 47.5 | 316 | 476 | 878 | 2490
global placement | 47.5 | 316 | 465 | 955 | 2490
floorplan | - | 233 | 424 | 1360 | 2220
-- logic make-up after synthesis --
group                    Yosys count  synth area share, %
AND/OR/NAND/NOR                   83                 21.0
AND-OR/OR-AND                     62                 18.6
flip-flops                        30                 36.1
buffers and inverters             26                 7.05
multiplexers                      12                 6.60
adder cells (fa/ha/maj)           10                 5.64
XOR/XNOR                           6                 2.37
latches                            4                 2.71
